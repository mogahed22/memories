===== design.v =====
module SPSRAM(din,addr,wr_en,rd_en,blk_select,addr_en,dout_en,dout_out,parity_out,clk,rst);
    parameter MEM_WIDTH = 16 ;
    parameter MEM_DEPTH = 1024;
    parameter ADDR_SIZE = 10;
    parameter ADDR_PIPELINE = "FALSE";
    parameter DOUT_PIPELINE = "TRUE";
    parameter PARITY_ENABLE = 1;
    input [MEM_WIDTH-1:0] din;
    input [ADDR_SIZE-1:0] addr;
    input wr_en , rd_en , blk_select , addr_en, dout_en ,clk , rst;
    output reg [MEM_WIDTH-1:0] dout_out;
    output reg parity_out;
    reg [MEM_WIDTH-1:0]addr_pip;
    reg [MEM_WIDTH-1:0] dout_pip;
    reg [MEM_WIDTH-1:0] addr_in;
    reg [MEM_WIDTH-1:0] dout;
    reg [MEM_WIDTH-1:0] RAM [MEM_DEPTH-1:0];
    always @(posedge clk) begin
        if(addr_en) addr_pip <= addr;
        if(dout_en) dout_pip <= dout; 
    end
    always @(posedge clk) begin
        if(ADDR_PIPELINE == "FALSE") addr_in <=addr;
        else addr_in <= addr_pip;
        if(DOUT_PIPELINE == "FALSE") dout_out <= dout;
        else dout_out <= dout_pip;
    end
    always @(posedge clk) begin
        if(rst) dout <= 0;
        else begin
            if(blk_select) begin
                if(wr_en) RAM[addr_in] <= din;
                else if (rd_en) dout <= RAM[addr_in];
                if(PARITY_ENABLE) begin
                    if((^dout)) parity_out <= 1;
                    else parity_out <= 0; 
                end
                else if (!PARITY_ENABLE) parity_out <= 0;
            end
        end
    end
endmodule

===== run.sh =====
#!/bin/bash
# OpenROAD 26Q1-2900-gdf79404cd8, Yosys 0.63+post, stock flow scripts
make -C /OpenROAD-flow-scripts/flow DESIGN_CONFIG=/design/flow/config.mk WORK_HOME=/design/flow/orfs finish

===== config.mk =====
export PLATFORM = sky130hd
export DESIGN_NAME = SPSRAM
export DESIGN_NICKNAME = SPSRAM
export VERILOG_FILES = /design/flow/design.v
export SDC_FILE = /design/flow/constraint.sdc
export NUM_CORES = 4
export LEC_CHECK = 1
export CORE_UTILIZATION = 50
export SYNTH_MEMORY_MAX_BITS = 65536

===== constraint.sdc =====
current_design SPSRAM

set clk_period 3060.6
set clk_io_pct 0.2

create_clock -name clk0 -period $clk_period [get_ports {clk}]

set non_clock_inputs [all_inputs -no_clocks]
set_input_delay [expr $clk_period * $clk_io_pct] -clock clk0 $non_clock_inputs
set_output_delay [expr $clk_period * $clk_io_pct] -clock clk0 [all_outputs]

==> summary.txt <==
Implementation results

The dominant cell type by area after synthesis is sky130_fd_sc_hd__edfxtp_1. The worst-case clock buffer depth is 6. The share of total power in combinational logic is 0.051.

The core area is 1250000 um^2. Of the post-synthesis cell area, the dominant cell type holds 0.783. For this run, design rule violations remaining after detail routing come to 0. Setup repair after global routing left no endpoint under its margin. The full die area is between 1000000 and 1500000 um^2. The boundary pin count is 50. The slack of the worst reg-to-reg path is 3049.35 ns. The count of synthesis-stage warnings from yosys is 1. The library cell appearing most often on the critical path is sky130_fd_sc_hd__buf_4. The count of tool warnings is roughly 72. The worst VDD IR drop from the latest analysis is between 0.0005 and 0.0006 mV. The signal on the critical path passes through clkdlybuf4s50_1, nand2_1, buf_4, nor3_2, buf_4, nand2_4, buf_4, buf_4, nor2_2, buf_4. The chip area in the Yosys report is ~630000 um^2. After detailed routing, the total wire length is around 2200000 um. The count of instantiated cells in the yosys netlist is between 30000 and 40000. The standard cell with the maximum stage delay on the critical path is sky130_fd_sc_hd__clkdlybuf4s50_1.

The data arrival time at the worst-slack endpoint is just over 600 ns. The tally of buffers added on design ports is approximately 48. For the final database, setup skew stands at roughly 0.15 ns. In the synthesized netlist the async set-or-reset flop fraction comes to 0. In this run the cell area of the synthesized design comes to 629000 um^2. The routed layout has about 340k vias.

The flow ran to the end, and the final reports show no timing, DRC or antenna violations. The number of flip-flops and latches in the synthesized netlist is roughly 16000. The ratio of total power to cell area is between 0.6 and 0.7 nW/um^2. Setup violations remaining at the end of the flow were counted as 0. The highest cell delay on the worst timing path is slightly below 0.7 ns.

For the finished layout, the period the worst path requires is 615.93 ns. The analysis attributes to cell leakage a power of around 240 nW. The routed design shows a wire length per standard cell of between 40 and 50 um. The synthesis-to-layout area growth is 14.2%. STA classifies the critical path startpoint as an input pin. The worst setup path is captured at a flop. The power report attributes to the clock group a share of 0.423. The hold path depth is 0. The first global-routing pass estimated between 2000000 and 3000000 um of wire. Cell internal power was estimated by the tool at 0.368 mW. The synthesized netlist cell count is roughly 33000. The prevailing post-synth register cell is sky130_fd_sc_hd__edfxtp_1.

The via-per-instance ratio is ~6.3. Entering global routing, the biggest net connects ~120 pins. Summed over all layers, the global routing overflow is 0.

The final-report max-slew violation count is 0. The critical path is of the input pin to flop type. The switching part of the total power is 0.218. The via count of the first global-routing pass came to between 300k and 400k. The switching power is between 0.1 and 0.15 mW. Data on the critical path is required at its endpoint by ~3100 ns. The capture point of the worst register-to-register path is recorded as dout[13]. The number of hold buffers added after CTS was 0. The layout cell share with drive strength beyond 1 is 0.193. Looking at the gate-level netlist, the highest instance count belongs to sky130_fd_sc_hd__edfxtp_1. Total global-route track usage over all layers is 0.390. The sum of negative setup slack is 0 ns. The fraction of the core area occupied by cells at floorplan is 0.502. The TritonCTS clock tree is done. The number of violations of the max-capacitance limit is 0. The path category of the worst min-delay check is flop to flop. The slew of the pin with the lowest slew margin is 1.44 ns. Endpoints failing hold in the final report were tallied at 0.

The highest clock rate is ~1.6 MHz. The synthesis run shows the most used standard cells to be sky130_fd_sc_hd__edfxtp_1 (16400), sky130_fd_sc_hd__mux2i_1 (6465), sky130_fd_sc_hd__o22ai_1 (2962). The die boundary height is 1120 um. The number of fillers in the final layout is a little over 90000.

The initial antenna violation count is about 230. Each instance of the synthesized netlist takes up on average about 19 um^2. The final weighted congestion recorded by global placement is just under 1. The post-cts sizing count is 0.

Once detailed placement completed, the half-perimeter wirelength came to roughly 1400000 um. Max fanout on the critical path was recorded as 12. Buffers added to address setup during post-CTS repair amount to 0.

Yosys mapped the design onto between 80 and 90 distinct sky130hd cell types. The remaining antenna violation count is 0. The completed layout was analyzed and its total power is around 0.47 mW. After synthesis, the cell types taking the most area are sky130_fd_sc_hd__edfxtp_1 (78%), sky130_fd_sc_hd__mux2i_1 (10%), sky130_fd_sc_hd__mux4_2 (3.1%), sky130_fd_sc_hd__o22ai_1 (2.9%), sky130_fd_sc_hd__nor2_1 (0.88%). STA lists the startpoint of the worst register-to-register path as addr_in[1].

For this run, the detailed router's first-pass iteration total came to 7. The horizontal die dimension is about 1100 um. OpenSTA, run right after detailed placement, puts the worst setup slack at 2443.34 ns.

Per Yosys stat, the portion of area used by sequential elements is 0.785. On the worst setup and hold paths after CTS, the clock-pin slew comes to around 0.06 ns. The register share of total power is 0.526.

The post-synth count of flops with an enable pin is 16400. The depth of the most critical reg-to-reg path is 21. The number of H-tree branching levels is 7. The path with the worst hold slack has its endpoint at dout_out[12]. The post-route worst setup slack is 2444.67 ns. STA lists the startpoint of the worst hold path as dout_pip[12]. The worst-skew pair later-pin latency is roughly 1.5 ns. The TritonCTS buffer count is 1725. The number of DRC markers after the initial detailed-route iteration is 24400.

According to the CTS report, the clock sink count is between 15000 and 20000. The report lists the number of standard-cell rows as 411. The slew check shows that the tightest pin keeps a relative margin of 0.0334. The share of the clock period used by the worst path after layout is 0.201. The clock tree root buffer cell is sky130_fd_sc_hd__clkbuf_16.
-- cells in the final DEF, fill, tap and decap left out, types with 55 or more instances in the layout --
cell type / synthesis / layout
sky130_fd_sc_hd__nand2_1: 451 / 384
sky130_fd_sc_hd__nor2_1: 1477 / 563
sky130_fd_sc_hd__buf_4: 316 / 2625
sky130_fd_sc_hd__clkbuf_16: 0 / 1756
sky130_fd_sc_hd__clkinv_1: 1 / 407
sky130_fd_sc_hd__diode_2: 0 / 433
sky130_fd_sc_hd__o2111ai_1: 59 / 55
sky130_fd_sc_hd__nor2_2: 0 / 904
sky130_fd_sc_hd__a211oi_1: 78 / 76
sky130_fd_sc_hd__nor4_1: 612 / 602
sky130_fd_sc_hd__o22ai_1: 2962 / 2962
sky130_fd_sc_hd__nand3_1: 139 / 138
sky130_fd_sc_hd__edfxtp_1: 16400 / 16400
sky130_fd_sc_hd__o21ai_0: 238 / 228
sky130_fd_sc_hd__clkinv_2: 0 / 306
sky130_fd_sc_hd__mux4_2: 873 / 873
sky130_fd_sc_hd__a21oi_1: 154 / 143
sky130_fd_sc_hd__a22oi_1: 203 / 203
sky130_fd_sc_hd__mux2i_1: 6465 / 6465
sky130_fd_sc_hd__clkbuf_1: 527 / 348
sky130_fd_sc_hd__mux2_2: 75 / 75
sky130_fd_sc_hd__nor3_1: 171 / 162
sky130_fd_sc_hd__bufinv_16: 0 / 123
-- critical path, delay by kind of cell --
family | cells | cell delay, ns
buffers and inverters | 6 | 2.80
and+or+nand+nor | 4 | 1.92
-- per-stage QoR --
step | cells | util | hold WS, ns | area, um^2
after global placement | 50400 | 0.530 | 0.338 | 664000
after global routing | 53600 | 0.573 | 0.357 | 718000
after CTS | 53400 | 0.572 | 0.332 | 717000
after detailed placement | 50400 | 0.530 | 0.328 | 664000
final | 53800 | 0.573 | 0.331 | 718000
after floorplan | 32900 | - | 0.323 | 629000
-- worst max path at each step --
stage,slack [ns],startpoint,end,cells after the start
after CTS,2444.74,wr_en,RAM[384][11],10
after global routing,2444.61,din[15],RAM[949][15],9
final,2444.67,wr_en,RAM[384][11],10
-- cell families after synthesis --
family,synth area share
simple gates,0.0218
flops,0.785
xor+xnor,0.000209
buf+inv,0.0165
mux,0.136
compound gates,0.0413
-- per-layer routing --
metal / GRT usage / vias up / share of wire
li1: - / 140000 / -
met1: 0.419 / 168000 / 0.27
met2: 0.502 / 26000 / 0.43
met3: 0.373 / 4669 / 0.22
met4: 0.197 / 324 / 0.066
met5: 0.110 / - / 0.0067
-- power groups by stage --
stage | sequential, mW | clock (mW) | combinational [mW]
CTS | 0.248 | 0.201 | 0.0233
global route | 0.248 | 0.210 | 0.0245
finish | 0.248 | 0.199 | 0.0240
-- final cells by class --
| type | instances | area, um^2 | share of cell area |
|---|---|---|---|
| sequential | 16400 | 493000 | 0.687 |
| multi-input combinational | 14500 | 129000 | 0.179 |
| clock buffer | 2106 | 45300 | 0.0630 |
| timing repair buffer | 2726 | 21300 | 0.0297 |
| tap | 16700 | 20900 | 0.0291 |
| clock inverter | 931 | 7650 | 0.0106 |
| antenna | 433 | 1080 | 0.00151 |
| inverter | 4 | 40.0 | 0.0000557 |
-- sequential cells by signal (all words and copies together) (netlist names) --
name and count:
addr_in 10, RAM 16384, dout_out 16, parity_out 1, dout 16, dout_pip 16
Power and IR drop assume default switching activity.
