$ cat ./design.v
module DUALRAM(din,addr_wr,addr_rd,wr_en,rd_en,blk_select,clk,rst,dout);
parameter MEM_WIDTH = 16;
parameter MEM_DEPTH = 1024;
parameter ADDR_SIZE = 10;
input clk , rst , wr_en ,rd_en,blk_select;
input [MEM_WIDTH-1:0] din;
input [ADDR_SIZE-1:0] addr_wr ,addr_rd;
output reg [MEM_WIDTH-1:0] dout;
reg [MEM_WIDTH-1:0] RAM [MEM_DEPTH-1:0];
always @(posedge clk) begin
    if(rst) dout <= 0;
    else begin
        if (blk_select) begin
            if(wr_en) RAM[addr_wr] <= din;
            else if (rd_en) dout <= RAM[addr_rd];
           end
    end
end
endmodule 
$ cat ./run.sh
#!/bin/bash
# OpenROAD 26Q1-2900-gdf79404cd8, Yosys 0.63+post, stock flow scripts
make -C /OpenROAD-flow-scripts/flow DESIGN_CONFIG=/design/flow/config.mk WORK_HOME=/design/flow/orfs finish
$ cat ./config.mk
export PLATFORM = sky130hd
export DESIGN_NAME = DUALRAM
export DESIGN_NICKNAME = DUALRAM
export VERILOG_FILES = /design/flow/design.v
export SDC_FILE = /design/flow/constraint.sdc
export NUM_CORES = 4
export LEC_CHECK = 1
export CORE_UTILIZATION = 40
export SYNTH_MEMORY_MAX_BITS = 65536
$ cat ./constraint.sdc
current_design DUALRAM

set clk_period 48.4
set clk_io_pct 0.2

create_clock -name clk0 -period $clk_period [get_ports {clk}]

set non_clock_inputs [all_inputs -no_clocks]
set_input_delay [expr $clk_period * $clk_io_pct] -clock clk0 $non_clock_inputs
set_output_delay [expr $clk_period * $clk_io_pct] -clock clk0 [all_outputs]
==> GITHUB_STEP_SUMMARY <==
### Metrics collected by this job

| Metric | Value |
|---|---|
| Flip-flops with a built-in enable | 16,384 |
| Largest area contributor in the netlist | edfxtp_1 |
| Worst Max-Slew Pin Slew | 1.77 ns |
| Met3 usage | 0.305 |
| Routability cong. | 0.950 |
| Met2 Resource Use GR | 0.385 |
| P&R area growth vs syn | 14.5% |
| Yosys cell types | 82 |
| CTS Sinks | 16,400 |
| Chip area | 1.58 mm^2 |
| MUX share of area | 0.156 |
| Routed Antenna Nets | 1 |
| Worst rel slew slack | -0.186 |
| H-tree levels | 7 |
| Port-buffer cells | 56 |
| Kind of critical path | input port to flip-flop |
| Worst skew pair latency | 1.39 ns |
| Synthesized instance count | 28,244 |
| Non-Filler Instances | 53,338 |
| Warnings from Yosys | 1 |
| Vias in the first global route | 345,712 |
| Leak | 0.226 uW |
| CTS tree | yes |
| FP Util | 0.401 |
| First-pass iteration count of the detailed router | 6 |
| AND/OR/NAND/NOR Cells, Area Fraction | 0.0156 |
| Routed WL | 2100 mm |
| DR iter-0 viols | 23,383 |
| Main logic family | multiplexers |
| First-pass GRT wire length | 2850 mm |
| Final min period | 17.71 ns |
| Outcome | finished, violations left |
| Failing checks | antenna rules, capacitance limit, slew limit |
| Power per cell area | 41.2 mW/mm^2 |
| Clock Pin Slew Worst Setup and Hold Paths | 0.06 ns |
| Post-synthesis instance area | 0.630 mm^2 |
| Arrival time worst endpoint | 18.97 ns |
| DR vias/cell | 5.95 |
| Post-synth ARST share | 0 |
| Row count | 460 |
| Stage-log warning count | 87 |
| Flops after synth | 16,400 |
| Synthesized area per cell | 22.3 um^2 |
| Yosys cell count | 28,244 |
| Post-DP HPWL | 1340 mm |
| RSZ-0062 raised after global routing | false |
| IO Count | 57 |
| Most frequent cells in the layout | 16,384 x edfxtp_1, 3,715 x mux4_2, 2,482 x buf_4 |
| Yosys Chip Area | 0.630 mm^2 |
| Slew Viols, Final | 14 |
| Root buffer cell | clkbuf_16 |
| Longest Clk Path Bufs | 6 |
| Die W | 1.26 mm |
| Cts repair resizes | 0 |
| Setup TNS | 0 ns |
| Total Routing Usage GR | 0.293 |
| Peak Freq | 0.0565 GHz |
| DRC | 0 |
| Die Ht | 1.26 mm |
| Final hold violations | 0 |
| Routed len/inst | 39.4 um |
| Synth Area in Compound Gates | 0.0292 |
| Cell area leaders | edfxtp_1 78%, mux4_2 13%, mux2i_1 2.2% |
| Final setup fails | 0 |
| Largest net degree at the start of global routing | 137 |
| Clk_skew | 0.297 ns |
| Fill count | 125,747 |
| Top cell excl fill/tap | edfxtp_1 |
| Dominant flop cell | edfxtp_1 |
| Xor+xnor area frac | 0 |
| Via count | 317,570 |
| CP endpoint kind | flip-flop |
| Global-route met1 utilization | 0.267 |
| Layout cell share with drive strength beyond 1 | 0.291 |
| Worst VDD drop | 36.7 uV |
| Max_cap viols | 4 |
| Cells after DPL | 49,875 |
| Period utilization | 0.366 |
| Post-CTS setup buffer count | 0 |
| Type of the worst min-delay path | flip-flop to flip-flop |
| Adder-Cell Fraction of Synth Area | 0 |
| CTS Buf Count | 1,689 |
| CP Launch Type | input port |
| Seq share, synth | 0.781 |
| Critical path peak fanout | 62 |
| Antenna violations before repair | 265 |
| Max-area cell share | 0.781 |
| Worst path required time | 49.66 ns |
| GRT Max-Usage Layer | met2 |
| Cts-stage hold buffer count | 0 |
| Core Area | 1.57 mm^2 |
| Total global routing overflow | 0 |
[final timing paths]
| path | slack, ns | start | end | cells after the start |
|---|---|---|---|---|
| min | 0.67 | dout[8] | dout[8] | 1 |
| min reg2reg | 0.67 | dout[8] | dout[8] | 1 |
| max reg2reg | 43.51 | RAM[293][15] | dout[15] | 11 |
| max | 30.69 | addr_rd[0] | dout[7] | 16 |
[flip-flops by register name, indices dropped and copies added (netlist names)]
name and count:
RAM 16384, dout 16
[layout make-up]
type / instances / area (um^2) / area share
Antenna cell: 484 / 1210 / 0.00168
Clock buffer: 2049 / 44100 / 0.0612
Clock inverter: 926 / 8080 / 0.0112
Inverter: 9 / 68.8 / 0.0000954
Multi-Input combinational cell: 10092 / 129000 / 0.179
Sequential cell: 16400 / 492000 / 0.682
Tap cell: 20790 / 26000 / 0.0361
Timing Repair Buffer: 2588 / 20300 / 0.0281
[cell families after synthesis]
| logic type | after synthesis |
|---|---|
| and+or+nand+nor | 2286 |
| AOI/OAI and AO/OA | 2623 |
| muxes | 5183 |
| DFF | 16400 |
| buffers and inverters | 1752 |
[critical path, cell delays in order]
cell      delay, ns
buf_16         0.31
buf_4          0.63
buf_4          0.62
buf_4          0.68
buf_4          0.63
buf_4          0.56
buf_4          0.61
buf_4          0.72
mux2i_1        0.19
o221ai_1       0.28
o22ai_1        0.12
o21ai_0        0.57
o211ai_1       0.56
a21oi_1        0.64
nand4_1        1.25
nand3_1        0.59
[per-layer routing]
| layer | vias up | part of all wire | wire (um) |
|---|---|---|---|
| li1 | 125937 | - | - |
| met1 | 158922 | 0.25 | 535000 |
| met2 | 27530 | 0.43 | 912000 |
| met3 | 4758 | 0.24 | 495000 |
| met4 | 423 | 0.069 | 144000 |
| met5 | - | 0.0079 | 16700 |
[where the power goes]
group / internal, uW / total, uW / switching (uW) / leakage, uW
logic: 467 / 1590 / 1130 / 0.0527
registers: 15600 / 15600 / 5.11 / 0.147
clock network: 7180 / 12500 / 5310 / 0.0256
total: 23300 / 29700 / 6440 / 0.226
[cell usage after synthesis (73+ instances only)]
library cell	count
o22ai_1	460
buf_1	163
buf_4	237
mux4_2	3715
a21oi_1	339
nand4_1	73
buf_2	348
edfxtp_1	16384
a31oi_1	90
o221ai_1	203
buf_6	295
nand2_1	459
a211oi_1	227
nor2_1	1213
a22oi_1	657
mux2i_1	1416
nand3_1	208
nor3_1	112
clkbuf_1	625
o21ai_0	196
a221oi_1	104
[through the flow]
step	power, uW	hold WS (ns)	utilization	instance area (um^2)	worst slack, ns
after floorplan	16600	0.402	-	630000	35.81
after global placement	17500	0.639	0.426	668000	29.12
after detailed placement	17500	0.601	0.426	668000	29.21
after CTS	29800	0.621	0.459	720000	30.64
after global routing	30400	0.680	0.459	721000	30.08
final	29700	0.671	0.460	721000	30.69
No activity file was given, so power comes from the tool's default toggle rates.
